--- /design/flow/design.v ---
`timescale 1ns / 1ps
module ram_1(addr,data,clk,rd,wr,cs);
input[9:0]addr; input clk,rd,wr,cs; inout [7:0]data;
reg[7:0] mem[1023:0];
reg [7:0]dout;
assign data= (cs &&rd)?dout :8'bz;
always @(posedge clk)
if(cs && wr &&!rd)
mem[addr]=data;
always @(posedge clk)
if(cs && !wr && rd)
dout =mem[addr];
endmodule
--- /design/flow/run.sh ---
#!/bin/bash
# OpenROAD 26Q1-2900-gdf79404cd8, Yosys 0.63+post, stock flow scripts
make -C /OpenROAD-flow-scripts/flow DESIGN_CONFIG=/design/flow/config.mk WORK_HOME=/design/flow/orfs finish
--- /design/flow/config.mk ---
export PLATFORM = sky130hd
export DESIGN_NAME = ram_1
export DESIGN_NICKNAME = ram_1
export VERILOG_FILES = /design/flow/design.v
export SDC_FILE = /design/flow/constraint.sdc
export NUM_CORES = 4
export LEC_CHECK = 1
export CORE_UTILIZATION = 40
export SYNTH_MEMORY_MAX_BITS = 65536
--- /design/flow/constraint.sdc ---
current_design ram_1

set clk_period 28.7
set clk_io_pct 0.2

create_clock -name clk0 -period $clk_period [get_ports {clk}]

set non_clock_inputs [all_inputs -no_clocks]
set_input_delay [expr $clk_period * $clk_io_pct] -clock clk0 $non_clock_inputs
set_output_delay [expr $clk_period * $clk_io_pct] -clock clk0 [all_outputs]
==> results.py <==
# Physical implementation metrics
metrics = {
    "yosys": {
        "synth_area_per_cell_um2": 19.3,
        "ys_area_um2": 316000,
        "async_reset_ff_frac": 0,
        "synth_cells": 16389,
        "topCellsByArea": "edfxtp_1, mux2i_1, mux4_2, o22ai_1, nor2_1",
        "ys.flop_type": "edfxtp_1",
        "yosys.stat.seqShare": 0.780,
        "ys_ff": 8200,
        "synth_cell_types": 49,
        "largest_area_cell": "edfxtp_1",
        "yosysTopAreaCellShare": 0.780,
        "ys_warn_count": 2,
        "synth_stat.cells": 16389,
        "edf_count": 8200,
        "netlist_area_um2": 316000,
    },
    "clock_tree": {
        "cts_hold_buf": 0,
        "cts_setup_buffers": 0,
        "cts_made_buffers": 789,
        "cts_root_buf": "clkbuf_16",
        "clock-sinks": 8200,
        "clockBufferDepth": 4,
        "ctsResizeCount": 0,
        "ctsHtreeMaxLevel": 6,
    },
    "place": {
        "gp_congestion": 0.914,
        "portBuffers": 13,
        "hpwl_um": 550000,
        "dpl_worst_slack_ns": 14.84,
        "numPlacedInstances": 26484,
    },
    "status": {
        "error_line": "[error] [KeplerFormal.cpp:679] Workflow failed: Iso has multiple drivers: .data4, place1486.X0",
        "outcome": "did not finish",
        "haltStage": "4_1_cts",
    },
    "floorplan": {
        "die_x_um": 890,
        "fp_util": 0.402,
        "rows": 325,
        "die_h_um": 890,
        "io_pins": 22,
    },
}
[kinds of logic after synthesis]
group | Yosys count | synth area share
simple gates | 2015 | 0.0277
buf+inv | 1067 | 0.0160
compound gates | 1760 | 0.0371
flops | 8200 | 0.780
mux | 3347 | 0.139
[synthesized netlist by cell type, types with 17 or more instances]
| cell type | n |
|---|---|
| o22ai_1 | 1050 |
| nor2_1 | 1334 |
| o221ai_1 | 22 |
| mux4_2 | 819 |
| a21oi_1 | 18 |
| nand2_1 | 132 |
| edfxtp_1 | 8200 |
| o2111ai_1 | 98 |
| buf_2 | 573 |
| nor4_1 | 210 |
| a22o_1 | 53 |
| a221oi_1 | 21 |
| clkbuf_1 | 336 |
| nand3_1 | 96 |
| nand4_1 | 24 |
| o21ai_0 | 134 |
| nor3_1 | 145 |
| buf_4 | 72 |
| and3_1 | 17 |
| buf_1 | 76 |
| a22oi_1 | 261 |
| a31oi_1 | 66 |
| mux2i_1 | 2521 |
[through the flow]
step                      power (mW)  area (µm²)
after detailed placement        14.5      330000
after floorplan                 14.2      316000
after global placement          14.4      330000
No activity file was given, so power comes from the tool's default toggle rates.
